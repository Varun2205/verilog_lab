==> design/flow/design.v <==
module uart_tx (
    input  wire clk,
    input  wire reset,
    input  wire start,
    input  wire [7:0] data,
    output reg  tx,
    output wire ready
);
    parameter CLK_FREQ = 100_000_000;
    parameter BAUD     = 9600;
    localparam DIVIDER = CLK_FREQ / BAUD;
    reg [$clog2(DIVIDER)-1:0] baud_counter;
    reg baud_tick;
    reg [3:0] bit_index;
    reg [7:0] shift_reg;
    reg tx_busy;
    assign ready = ~tx_busy;
    always @(posedge clk) begin
        if (reset) begin
            baud_counter <= 0;
            baud_tick    <= 0;
        end else if (baud_counter == DIVIDER-1) begin
            baud_counter <= 0;
            baud_tick    <= 1'b1;
        end else begin
            baud_counter <= baud_counter + 1;
            baud_tick    <= 1'b0;
        end
    end
    always @(posedge clk) begin
        if (reset) begin
            tx        <= 1'b1;   
            tx_busy   <= 1'b0;
            bit_index <= 0;
        end else begin
            if (!tx_busy && start) begin
                tx_busy   <= 1'b1;
                shift_reg <= data;
                tx        <= 1'b0;    
                bit_index <= 0;
            end
            else if (tx_busy && baud_tick) begin
                if (bit_index < 8) begin
                    tx <= shift_reg[bit_index];
                    bit_index <= bit_index + 1;
                end else if (bit_index == 8) begin
                    tx <= 1'b1;   
                    bit_index <= bit_index + 1;
                end else begin
                    tx_busy <= 1'b0;  
                end
            end
        end
    end
endmodule
==> design/flow/run.sh <==
#!/bin/bash
# OpenROAD 26Q1-2900-gdf79404cd8, Yosys 0.63+post, stock flow scripts
make -C /OpenROAD-flow-scripts/flow DESIGN_CONFIG=/design/flow/config.mk WORK_HOME=/design/flow/orfs finish
==> design/flow/config.mk <==
export PLATFORM = sky130hd
export DESIGN_NAME = uart_tx
export DESIGN_NICKNAME = uart_tx
export VERILOG_FILES = /design/flow/design.v
export SDC_FILE = /design/flow/constraint.sdc
export NUM_CORES = 4
export LEC_CHECK = 1
export CORE_AREA = 10 10 101 101
export DIE_AREA = 0 0 111 111
==> design/flow/constraint.sdc <==
current_design uart_tx

set clk_period 3.4
set clk_io_pct 0.2

create_clock -name clk0 -period $clk_period [get_ports {clk}]

set non_clock_inputs [all_inputs -no_clocks]
set_input_delay [expr $clk_period * $clk_io_pct] -clock clk0 $non_clock_inputs
set_output_delay [expr $clk_period * $clk_io_pct] -clock clk0 [all_outputs]
==> results.txt <==
The following summarizes the physical implementation.

Critical path
Grouping stages by cell kind, the critical path spends the most delay in buffers and inverters. Per STA, the highest per-stage delay on the worst path measures approximately 0.46 ns. The worst-path maximum fanout is 4. The critical path's slowest stage uses the library cell clkdlybuf4s50_1. According to the timing report, the arrival time at the worst endpoint equals 1.13 ns. The source of the critical timing path is tx_busy$_SDFFE_PP0P_.

The worst setup path is launched from a flop. At the worst endpoint, the required time is between 2 and 3 ns. The worst setup path is of the flop to primary output kind. STA lists the startpoint of the worst register-to-register path as baud_counter[0]$_SDFF_PP0_. The cell sequence reported for the critical path is inv_1 -> clkdlybuf4s50_1. STA classifies the critical path endpoint as a primary output. Per the post-run analysis, buffers plus inverters along the critical path come to 2.

Timing
In the final report, the number of endpoints failing setup comes to 0. The final tally of hold violations is 0. Setup repair after global routing left no endpoint under its margin.

The transition at the pin with the smallest max-transition slack is between 0.5 and 0.6 ns. The worst slew margin relative to its limit is about three fifths. The post-route worst setup slack is 1.59 ns. The post-layout period usage of the worst path is around 53%. The clock skew after layout is between 0.003 and 0.004 ns.

The smallest clock period supported by the final layout is computed as 1.81 ns. In the final timing run, aggregate negative setup slack is 0 ns. The top achievable clock speed is approximately 0.55 GHz. The minimum hold slack is between 0.4 and 0.5 ns. The final tally of max-slew violations is 0.

Power
The switching power is 0.138 mW. Overall power consumption after layout is estimated at around 0.74 mW. Of the total power, the clock network draws roughly 45%. The worst supply voltage drop on vdd is 0.145 mV. The ratio of total power to cell area is around 460 mW/mm^2. The internal power is around 0.6 mW. The fraction of power spent switching nets is a little under a fifth. The proportion of power drawn by flip-flops and latches is roughly half. The proportion of power drawn by combinational gates is under 10%. The leakage power of the design is 0.537 nW.

GRT
The overall fraction of global-route tracks in use is under 10%. The pin count of the biggest net entering global routing is 13. The global-route wire length before repair is just under 4 mm. The number of antenna violations at the first check in global routing is 0. The number of global-route vias before repair is 744. The remaining global-route overflow is 0.

Synthesis
The synthesized design contains 29 register bits. In the Yosys report the total cell count is roughly 120. The area recorded from the Yosys report for this design is ~0.0013 mm^2. The yosys synthesis warning count is 1. Per the post-synthesis stats, the area per cell is a little over 10 um^2. Sequential cells were found to cover about 52% of the synthesized design area. The number of cells produced by synthesis is ~120. After synthesis the cells add up to around 0.0013 mm^2.

The number of distinct library cells after synthesis is 33.

Clocking
After clock tree synthesis, the clock-pin slew on the worst setup and hold paths is 0.06 ns. TritonCTS built the clock tree. The TritonCTS buffer count is 5. The clock passes through at most 2 buffers. The number of setup buffers added after CTS is 0. The number of instances resized during post-cts repair is 0. The number of hold buffers added after CTS is 0. The number of sinks handled by clock tree synthesis is 29. The CTS H-tree depth is 2. Per the skew report, the later register of the worst-skew pair sees a clock latency of between 0.2 and 0.3 ns. The tree is rooted in a clkbuf_8.

Cells and area
The share of post-route cells with drive strength above 1 is approximately 8.6%. The final design instance area without fill is ~0.0016 mm^2. Among logic cells in the layout, the one with the most instances is nor2_1. The number of cells in the finished layout apart from fillers is approximately 250.

The most common logic cells in the final layout are 22 x nor2_1, 21 x dfxtp_1, 12 x clkdlybuf4s50_1. The synthesis-to-layout area growth is 26.7%. The number of inserted filler cells in the final layout is 853.

The fraction of the core area covered by cells at the end of the flow is approximately a fifth. The register with the most flip-flops in the layout has 14 of them.

Place
The wire-length estimate of the detail-placed layout is 1.71 mm. The instance count after placement with tap cells included is approximately 240. At the placement stage, the worst setup path has a slack of between 1 and 1.5 ns. Routability-driven placement finished with a final weighted congestion of ~0.75. In this run the cell area measured after placement is about 0.0015 mm^2.

The number of buffers inserted by port buffering is 12.

Floorplanning
The floorplan step records an initial core utilization of 15.6%. According to the floorplan log, the row count is 33. The number of top-level pins is 13. The floorplan step defined a core boundary enclosing about 0.0081 mm^2. The die width is ~110 um. The die boundary height is roughly 110 um. After floorplanning, the die was sized to cover roughly 0.012 mm^2.

Status
The run finished with clean final reports.

Detailed routing
The detail route stage leaves a number of antenna-violating nets equal to 0. In the routed design, unresolved DRC markers number 0. The number of DRC violations after detailed-routing iteration 0 is 13. The sum of routed wire length over all layers is approximately 2.4 mm. The average detailed-routed wire length per instance is 9.70 um. Per the detail_route report, vias per standard cell equal about 3.5. The total via count after detailed routing is roughly 860. In the log, the iteration count for the first detailed-route pass is 4. In the routed netlist, the antenna diode instances number 0.

Hold path
Looking at hold timing, the worst path starts from baud_counter[0]$_SDFF_PP0_. According to the hold report, the worst path is of the flop to flop type.

Job
The report counts max-capacitance violations totalling 0. Warnings raised by the tools during the run amount to 26.
## final cells by class
cell class / count / area (um^2) / share of cell area [%]
clock inverter: 2 / 33.8 / 2.10
multi-input combinational: 86 / 573 / 35.6
inverter: 5 / 18.8 / 1.17
tap: 105 / 131 / 8.16
timing repair buffer: 12 / 120 / 7.46
sequential: 29 / 661 / 41.0
clock buffer: 6 / 72.6 / 4.51
## cell usage after synthesis
cell | count | area share (%)
nand3b_1 | 1 | 0.59
o211ai_1 | 1 | 0.59
xnor2_1 | 10 | 6.9
clkbuf_1 | 1 | 0.29
nand2b_1 | 1 | 0.49
nor3_1 | 5 | 2.0
nor4_2 | 1 | 0.98
a22oi_1 | 2 | 1.2
and2_1 | 2 | 0.98
a21oi_2 | 1 | 0.69
a311oi_1 | 1 | 0.69
mux2i_1 | 5 | 3.9
edfxtp_1 | 8 | 19
nand4_1 | 3 | 1.5
a21oi_1 | 1 | 0.39
and3_1 | 1 | 0.49
buf_2 | 3 | 1.2
ha_1 | 3 | 3.0
nand2_1 | 9 | 2.7
nand4_4 | 1 | 1.7
a41oi_1 | 1 | 0.69
nor2b_1 | 1 | 0.49
and4_1 | 1 | 0.69
dfxtp_1 | 21 | 33
nor2_2 | 1 | 0.49
xor2_1 | 3 | 2.1
inv_1 | 5 | 1.5
nand3_1 | 5 | 2.0
a21bo_2 | 1 | 0.79
nor4b_1 | 1 | 0.69
o21ai_0 | 1 | 0.39
nor2_1 | 22 | 6.5
nor4_4 | 1 | 1.7
## kinds of logic after synthesis
family                   Yosys count  synth area share [%]
XOR/XNOR                          13                  8.96
multiplexers                       5                  3.94
AND-OR/OR-AND                      9                  5.41
buffers and inverters              9                  2.95
AND/OR/NAND/NOR                   56                  23.8
flip-flops                        29                  52.0
adder cells (fa/ha/maj)            3                  2.95
## worst paths after layout
check,to,slack [ns],cells after the start
worst max-delay path,ready,1.59,2
worst min register to register,baud_counter[0]$_SDFF_PP0_,0.47,1
worst max register to register,baud_counter[5]$_SDFF_PP0_,1.79,5
worst min-delay path,baud_counter[0]$_SDFF_PP0_,0.47,1
## power groups by stage
stage / logic (mW) / registers (mW) / clock network [mW]
CTS: 0.0331 / 0.370 / 0.348
global route: 0.0358 / 0.371 / 0.367
finish: 0.0323 / 0.370 / 0.334
## routing by layer
metal | vias up | GRT usage, % | wire [um] | share of wire (%)
li1 | 455 | - | - | -
met3 | 6 | 1.48 | 139 | 5.9
met4 | 0 | 1.04 | 73 | 3.1
met1 | 381 | 5.62 | 1220 | 51
met5 | - | 0 | 0 | 0
met2 | 14 | 4.87 | 946 | 40
No activity file was given, so power comes from the tool's default toggle rates.
