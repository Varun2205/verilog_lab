==> flow/design.v <==
`timescale 1ns / 1ps
module timer( input  wire clk,
              input  wire rst,
              input  wire [31:0] addr,
              input  wire [31:0] wdata,
              input  wire [3:0]  wr,
              input  wire        rstrb,
              output reg  [31:0] rdata,
              output wire        irq);
   reg [63:0] mtime;
    reg [63:0] mtimecmp;
    always @(posedge clk or posedge rst) begin
        if (rst)
            mtime <= 64'd0;
        else
            mtime <= mtime + 1;
    end
    wire timer_sel = (addr[31:16] == 16'h4000);
    always @(posedge clk) begin
        if (timer_sel && |wr) begin
            case (addr[3:2])
                2'b10: begin  
                    if (wr[0]) mtimecmp[7:0]   <= wdata[7:0];
                    if (wr[1]) mtimecmp[15:8]  <= wdata[15:8];
                    if (wr[2]) mtimecmp[23:16] <= wdata[23:16];
                    if (wr[3]) mtimecmp[31:24] <= wdata[31:24];
                end
                2'b11: begin  
                    if (wr[0]) mtimecmp[39:32] <= wdata[7:0];
                    if (wr[1]) mtimecmp[47:40] <= wdata[15:8];
                    if (wr[2]) mtimecmp[55:48] <= wdata[23:16];
                    if (wr[3]) mtimecmp[63:56] <= wdata[31:24];
                end
            endcase
        end
    end
    always @(*) begin
        rdata = 32'd0;
        if (timer_sel && rstrb) begin
            case (addr[3:2])
                2'b00: rdata = mtime[31:0];
                2'b01: rdata = mtime[63:32];
                2'b10: rdata = mtimecmp[31:0];
                2'b11: rdata = mtimecmp[63:32];
            endcase
        end
    end
    assign irq = (mtime >= mtimecmp);
endmodule
==> flow/run.sh <==
#!/bin/bash
# OpenROAD 26Q1-2900-gdf79404cd8, Yosys 0.63+post, stock flow scripts
make -C /OpenROAD-flow-scripts/flow DESIGN_CONFIG=/design/flow/config.mk WORK_HOME=/design/flow/orfs finish
==> flow/config.mk <==
export PLATFORM = sky130hd
export DESIGN_NAME = timer
export DESIGN_NICKNAME = timer
export VERILOG_FILES = /design/flow/design.v
export SDC_FILE = /design/flow/constraint.sdc
export NUM_CORES = 4
export LEC_CHECK = 1
export CORE_UTILIZATION = 30
==> flow/constraint.sdc <==
current_design timer

set clk_period 8.4
set clk_io_pct 0.2

create_clock -name clk0 -period $clk_period [get_ports {clk}]

set non_clock_inputs [all_inputs -no_clocks]
set_input_delay [expr $clk_period * $clk_io_pct] -clock clk0 $non_clock_inputs
set_output_delay [expr $clk_period * $clk_io_pct] -clock clk0 [all_outputs]
==> results.py <==
# Synthesis and PnR figures
metrics = {
    "placed_design": {
        "detailed_place.area_um2": 8713,
        "place_congestion": 0.8528,
        "numPortBuffers": 89,
        "hpwl_um": 12770,
    },
    "clock_network": {
        "postCtsSetupRepairBufs": 0,
        "ctsResizeCount": 0,
        "cts_buffers": 17,
        "clkLatencyLatePin_ns": 0.42,
        "ctsHoldBuffers": 0,
        "cts_tree": "yes",
        "clockRootBuffer": "clkbuf_16",
        "clock-sinks": 128,
        "h-tree-depth": 4,
        "cts.reportedPaths.clkPinSlew_ns": 0.06,
        "clk_path_buf_depth": 2,
    },
    "power_and_ir_drop": {
        "switching_share_pct": 20.24,
        "p_switching_mw": 0.2966,
        "power_density_nw_per_um2": 157.3,
        "internal_power_mw": 1.169,
        "p_leak_nw": 4.039,
        "clkPwrFrac_pct": 50.9,
        "pwr-share-comb_pct": 4.1,
        "p_seq_share_pct": 45.0,
        "ir_drop_v": 0.0001055,
    },
    "drt": {
        "drt_iter0_markers": 224,
        "vias": 5008,
        "first_pass_iters": 4,
        "drc": 0,
        "ant_nets": 0,
        "antennaDiodeCount": 0,
        "via_per_inst": 4.711,
        "wl_per_cell_um": 15.92,
        "wl_um": 16920,
    },
    "timing": {
        "fin_crit_sh_pct": 68.04,
        "period_minus_slack_ns": 5.715,
        "hold_violations": 0,
        "fmax_ghz": 0.1750,
        "finalSetupTns_ns": 0,
        "worst_pin_slew_ns": 0.8246,
        "drv_slew": 0,
        "skew_ns": 0.007419,
        "finalSetupViolCount": 0,
        "rsz0062_at_grt": "false",
        "relSlewSlack_pct": 44.62,
        "hold_slack_ns": 0.5149,
    },
    "outcome": {
        "outcome": "finished clean",
    },
    "min_path": {
        "hold_path_class": "flip-flop to flip-flop",
        "min_path_cells": 1,
        "min_from": "mtime[59]$_DFF_PP0_",
        "hold_end": "mtime[59]$_DFF_PP0_",
    },
    "logic_synthesis": {
        "ys_types": 46,
        "async_reset_ff_share_pct": 50.00,
        "yosysWarnings": 1,
        "ys_chip_area_um2": 7448,
        "ys_ff": 128,
        "ys_seq_share_pct": 47.30,
        "syn-cell-area_um2": 7448,
        "syn_inst": 626,
        "edf_count": 64,
        "ff_type": "edfxtp_1",
        "ys_cells": 626,
        "syn_area_per_cell_um2": 11.90,
    },
    "worst_setup_path": {
        "crit_required_ns": 6.72,
        "critical_path_class": "primary input to output port",
        "reg2reg_to": "mtime[48]$_DFF_PP0_",
        "critPathLaunchType": "primary input",
        "rr_startpoint": "mtime[1]$_DFF_PP0_",
        "cp.arrival_ns": 4.03,
        "rr_worst_depth": 7,
        "crit_path_end_kind": "output port",
        "cp_max_fo": 21,
        "r2r_slack_ns": 5.80,
        "critPathLaunch": "addr[18]",
    },
    "global_route": {
        "grt_pass1_vias": 5125,
        "track_usage_pct": 14.56,
        "antenna_found_initial": 0,
        "grt_overflow": 0,
        "grt_start_max_net_pins": 57,
        "grt_pass1_wl_um": 27730,
    },
    "die": {
        "die_x_um": 159.6,
        "io_pins": 104,
        "design.core.area_um2": 24320,
        "fp_util_pct": 30.63,
        "chipArea_um2": 25460,
        "floorplan.rows": 57,
        "die_h_um": 159.6,
    },
    "cells_and_area": {
        "seqCellArea_um2": 3523,
        "drive_above_1_share_pct": 11.64,
        "post-route-util_pct": 38.31,
        "combGateArea_um2": 3603,
        "fin_area_um2": 9318,
        "area_growth_syn_to_layout_pct": 25.10,
        "fillerInstances": 2291,
    },
    "flow_run": {
        "drv_cap": 0,
        "openroad.warnings": 39,
    },
}
==> power by group through the flow <==
stage | sequential (mW) | clock [mW] | combinational [mW]
6_report | 0.660 | 0.746 | 0.0600
5_1_grt | 0.659 | 0.786 | 0.0661
4_1_cts | 0.660 | 0.761 | 0.0618
==> cells in the final DEF, fill, tap and decap left out, types with 2 or more instances in the layout <==
master and n:
a21oi_1 25, xnor2_1 37, buf_4 5, dfrtp_1 64, nor2_1 20, ha_1 65
nand3_4 2, inv_1 69, and3_2 4, clkinvlp_4 4, nor3_2 2, clkinv_4 2
bufinv_16 3, mux4_2 31, nand2_1 38, nor2b_1 33, and3_1 13, and2_1 4
nor4_1 9, nor4_4 2, clkdlybuf4s50_1 87, o21ai_0 7, edfxtp_1 64, clkinv_2 3
nand3_1 29, buf_2 2, o211ai_1 2, xor2_1 24, clkbuf_16 17, a21o_1 12
nor3_1 8, and4_1 5, nand4_1 27
==> area by class of cell <==
cell class	instances	area share [%]
Multi-Input combinational cell	415	38.67
Sequential cell	128	37.81
Timing Repair Buffer	94	9.856
Clock buffer	18	4.713
Tap cell	324	4.351
Inverter	70	2.820
Clock inverter	14	1.773
==> worst max path at each step <==
stage | end | slack, ns | cells past startpoint
global route | rdata[12] | 2.35 | 7
CTS | rdata[23] | 2.50 | 7
finish | rdata[21] | 2.69 | 7
==> worst max-delay path: stages <==
cell             delay [ns]
clkdlybuf4s50_1        0.40
nor4b_1                0.31
and3_1                 0.22
nand3_1                0.38
buf_4                  0.39
nor2b_1                0.17
clkdlybuf4s50_1        0.47
==> synth_stat cells, types with 4 or more instances <==
master | n | share of area [%]
inv_1 | 70 | 3.5
and3_2 | 4 | 0.40
dfrtp_1 | 64 | 22
and4_1 | 5 | 0.59
xor2_1 | 24 | 2.8
a21oi_1 | 25 | 1.7
nor2_1 | 20 | 1.0
nand2_1 | 38 | 1.9
edfxtp_1 | 64 | 26
and3_1 | 13 | 1.1
mux4_2 | 31 | 9.4
nor4_1 | 9 | 0.76
o21ai_0 | 7 | 0.47
nand3_1 | 29 | 1.9
nand4_1 | 27 | 2.3
clkbuf_1 | 7 | 0.35
nor2b_1 | 33 | 2.8
and2_1 | 4 | 0.34
a21o_1 | 12 | 1.2
xnor2_1 | 37 | 4.4
nor3_1 | 8 | 0.54
ha_1 | 65 | 11
==> sequential cells by signal, summed over array words and instances, names as in the netlist <==
name / flops
mtime: 64
mtimecmp: 64
==> cell families (layout without fill, tap and decap cells) <==
logic type,Yosys count,after routing,share of synthesized area [%]
flops,128,128,47.30
fa+ha+maj,65,65,10.92
buf+inv,83,196,4.317
compound gates,54,54,4.435
mux,32,32,9.726
xor+xnor,62,62,7.391
simple gates,202,202,15.91
==> through the flow <==
stage          setup slack [ns]  std cells  power, mW
6_report                  2.685       1063      1.465
4_1_cts                   2.496       1063      1.482
5_1_grt                   2.352       1063      1.511
3_5_place_dp              2.498       1031     0.7333
3_3_place_gp              2.552       1031     0.7333
2_1_floorplan             3.691        626     0.6974
==> metal layers <==
layer	global-route usage [%]	vias to the layer above	share of wire, %
met5	0	-	0
met4	1.705	0	1.4
met3	3.535	20	6.5
met2	21.79	130	45
met1	23.02	2381	47
li1	-	2477	-
No activity file was given, so power comes from the tool's default toggle rates.
