File: flow/run.sh
#!/bin/bash
# OpenROAD 26Q1-2900-gdf79404cd8, Yosys 0.63+post, stock flow scripts
make -C /OpenROAD-flow-scripts/flow DESIGN_CONFIG=/design/flow/config.mk WORK_HOME=/design/flow/orfs finish
File: flow/config.mk
export PLATFORM = sky130hd
export DESIGN_NAME = counter
export DESIGN_NICKNAME = counter
export VERILOG_FILES = /design/flow/design.v
export SDC_FILE = /design/flow/constraint.sdc
export NUM_CORES = 4
export LEC_CHECK = 1
export CORE_AREA = 10 10 98 98
export DIE_AREA = 0 0 108 108
File: flow/constraint.sdc
current_design counter

set clk_period 4.2
set clk_io_pct 0.2

create_clock -name clk0 -period $clk_period [get_ports {clk}]

set non_clock_inputs [all_inputs -no_clocks]
set_input_delay [expr $clk_period * $clk_io_pct] -clock clk0 $non_clock_inputs
set_output_delay [expr $clk_period * $clk_io_pct] -clock clk0 [all_outputs]
File: flow/design.v
`timescale 1ns / 1ps
module counter(
    input rst,clk,
    output reg [7:0] count
    );
    reg tick;
    reg [25:0] divcount;
    initial begin
        count = 0;
        tick = 0;
        divcount = 0;
    end 
    always @ (posedge clk) begin
        if (divcount == 50000000) begin
            divcount <= 0;
            tick <= !tick;
        end 
        else
            divcount <= divcount+1;
        end 
    always @(posedge tick) begin
        if (rst)
            count <= 0;
        else
            count <= count+1;
        end
endmodule
==> changes_impl.md <==
### Implementation results

* Clock-pin slew on the worst setup and hold paths at around 0.090 ns
* Vias per cell at 4.34
* Crit end category: flop
* FF-to-FF setup slack at between 2 and 2.5 ns
* Slowest stage delay, CP at 0.69 ns
* Critical Path RT at 4.16 ns
* Warnings, synthesis at 1
* Tcrit/Tclk final at about half
* Vias at about 1.2k
* Yosys chip area at 1600 um2
* Hold Path Origin: divcount[24]
* Post-synth EDFFs at 1
* Layout Skew at about 0.0019 ns
* Hold/Removal Path Class: flop to flop
* Max-slew violations at 0
* Main flop type: dfxtp_1
* Hold Worst Slack at 0.497 ns
* Worst rel slew slack at 41.8%
* Pwr Density at ~220 nW/um2
* Number of unconstrained endpoints at 16
* Cts bufs inserted at 3
* Sum Neg Setup Slack at 0 ns
* Startpoint types: flop
* Count of unclocked register or latch pins at 8
* Leak at approximately 0.6 nW
* Routability Congestion at 0.826
* Synthesized area at between 1500 and 2000 um2
* Status: completed
* Drt wl/cell at 10.6 um
* Crit path max fanout at 10
* Yosys aoi share at around 5.2%
* Maximum achievable frequency at 461 MHz
* Stages on the worst setup path at 3
* Number of H-tree levels at 1
* Adder share at 2.35%
* Worst Tran Pin Value at between 0.8 and 0.9 ns
* Peak supply drop at 0.158 mV
* Crit-path slowest cell: or4_1
* Detailed Route WL at 2930 um
* Num rows at 32
* Sequential area share after synthesis at 44.5%
* Die outline height at 108 um
* CP dominant cell by count: or4_1
* Global-route wire length before repair at 5100 um
* Die width at about 110 um
* Total setup buffers inserted after CTS at 0
* Clk latency late pin at about 0.27 ns
* Flops out of synthesis at 35
* Crit path cell chain: or4_1 -> or4_1 -> nor2_8
* Main logic family: simple AND/OR/NAND/NOR gates
* Mapped Cells at approximately 170
* Worst Hold Depth at 1
* Simple Share, Synth at a little under a third
* Crit Path Class: flop to flop
* DRT Pass-1 Iters at 4
* Crit path time final at around 2.2 ns
* Reg2Reg Launch Point: divcount[16]
* Hold_buf cts at 0
* Endpoint, Worst Hold: divcount[24]
* Final setup fails at 0
* Synthesis-to-layout area growth at 15.0%
* Grt ovf at 0
* Die Size at 11700 um2
* Share of flip-flops with an asynchronous set or reset at 0%
* Vias in the first global route at about 1.1k
* Tool warnings at 26
* Post-synth mux share at 3.13%
* CORE AREA at around 7600 um2
* Fp_density at 20.9%
* CTS root buffer: clkbuf_8
* CTS resizes at 0
* Yosys stat cell total at 167
* Xor/xnor share at 12.1%
* I/O Buffers at 9
* Dpl hpwl at 2190 um
* Tot GR Track Use at 5.08%
* Final ANT Viol Nets at 0
* Top cell family by delay on the critical path: simple AND/OR/NAND/NOR gates
* Layout cells sized above 1 at roughly 9.7%
* Initial antenna violation count at 0
* Largest net degree at the start of global routing at 15
* Buf/Inv on CP at 0
* Critical R2R Capture: tick
* Max-cap violations at 0
* Post-synth cell types at 36
* Final Hold Viols at 0
* Syn_area_per_cell at roughly 9.6 um2
* Ports at 10
* Arrival time worst endpoint at 2.13 ns
* DRT iter0 DRCs at 43
* Reg2Reg Depth at 3
* # DRC at 0
* CTS tree: yes
* N_diodes at 0
* RSZ-0062 raised after global routing: false
* Clock Tree Buf Depth at 2
-- state kept, by name, summed over array words and instances (netlist names) --
name and flops:
count 8, divcount 26, tick 1
-- synthesized netlist by cell type, types with 3 or more instances --
cell / number / share of area, %
xnor2_1: 12 / 6.6
nand3_1: 18 / 5.6
nor4_1: 5 / 2.0
nor2_2: 6 / 2.3
or4_1: 5 / 2.3
inv_1: 5 / 1.2
mux2i_1: 5 / 3.1
nand4_1: 9 / 3.5
xor2_1: 10 / 5.5
and3_1: 4 / 1.6
o21ai_1: 3 / 0.94
ha_1: 3 / 2.3
dfxtp_1: 34 / 43
nor2_1: 12 / 2.8
nand2_1: 7 / 1.6
nor3_1: 5 / 1.6
-- per-stage QoR --
step	util [%]	instances	total power (W)	instance area, um2	setup slack, ns
5_1_grt	24.0	278	0.000419	1840	1.92
3_5_place_dp	23.4	274	0.000265	1790	2.03
2_1_floorplan	-	167	0.000264	1600	2.23
6_report	24.0	278	0.000403	1840	2.03
3_3_place_gp	23.4	274	0.000265	1790	2.03
4_1_cts	24.0	278	0.000409	1840	2.01
-- cell type report --
type | count | area [um2]
Tap cell | 102 | 128
Fill cell | 813 | 5810
Clock buffer | 4 | 45.0
Multi-Input combinational cell | 123 | 845
Timing Repair Buffer | 9 | 90.1
Inverter | 5 | 18.8
Sequential cell | 35 | 711
-- worst register-to-register path: stages, from the launching register on --
cell and delay (ns):
dfxtp_1 0.36, or4_1 0.51, or4_1 0.69, nor2_8 0.31
-- cells by family (layout without fill, tap and decap cells) --
family                     Yosys count  count (layout)
and+or+nand+nor                     82              82
xor gates and xnor gates            22              22
AOI/OAI and AO/OA                   11              11
muxes                                5               5
DFF                                 35              35
adders and majority gates            3               3
buffers and inverters                9              18
-- layout by cell type (no fill, tap or decap), types with 2 or more instances in the layout --
master,n
clkbuf_8,3
o22ai_1,2
or4_1,5
and3_1,4
nor2_2,6
ha_1,3
nor3_1,5
nand2_1,7
a21oi_2,2
inv_1,5
xor2_1,10
nand4_1,9
mux2i_1,5
nor4_1,5
or3_1,2
o21ai_1,3
clkdlybuf4s50_1,9
nand3_1,18
dfxtp_1,34
xnor2_1,12
nor2_1,12
-- power by group --
group	switching (W)	internal (W)	leakage, nW
combinational	0.00000128	0.000000968	0.298
sequential	0	0.000257	0.286
clock	0.0000761	0.0000678	0.0228
-- routing by layer --
metal / track usage [%] / vias to the layer above / share of wire (%)
met4: 0.859 / 0 / 1.4
met3: 1.33 / 4 / 6.4
met2: 7.67 / 32 / 41
met5: 0 / - / 0
met1: 7.28 / 550 / 51
li1: - / 621 / -
-- how the worst max path moves through the flow --
| stage | from | to | slack [ns] |
|---|---|---|---|
| 4_1_cts | divcount[16] | tick | 2.01 |
| 5_1_grt | divcount[16] | tick | 1.92 |
| 6_report | divcount[16] | tick | 2.03 |
No activity file was given, so power comes from the tool's default toggle rates.
